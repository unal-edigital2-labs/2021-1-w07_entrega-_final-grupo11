[flow/run.sh]
#!/bin/bash
# OpenROAD 26Q1-2900-gdf79404cd8, Yosys 0.63+post, stock flow scripts
make -C /OpenROAD-flow-scripts/flow DESIGN_CONFIG=/design/flow/config.mk WORK_HOME=/design/flow/orfs finish
[flow/config.mk]
export PLATFORM = sky130hd
export DESIGN_NAME = cam_read
export DESIGN_NICKNAME = cam_read
export VERILOG_FILES = /design/flow/design.v
export SDC_FILE = /design/flow/constraint.sdc
export NUM_CORES = 4
export LEC_CHECK = 1
export CORE_UTILIZATION = 30
[flow/constraint.sdc]
current_design cam_read

set clk_period 2.6
set clk_io_pct 0.2

create_clock -name clk0 -period $clk_period [get_ports {CAM_pclk}]

set non_clock_inputs [all_inputs -no_clocks]
set_input_delay [expr $clk_period * $clk_io_pct] -clock clk0 $non_clock_inputs
set_output_delay [expr $clk_period * $clk_io_pct] -clock clk0 [all_outputs]
[flow/design.v]
`timescale 1ns / 1ps
module cam_read #(
		parameter AW = 15 
		)(
		input CAM_pclk,
		input rst,
		input CAM_vsync,
		input CAM_href,
		input [7:0] CAM_px_data,
		output reg[AW-1:0] DP_RAM_addr_in  ,
		output reg[7:0]  DP_RAM_data_in ,
		output reg DP_RAM_regW  
   );
reg [1:0]cs=0;
reg ovsync; 
reg bp=1'b0;
always @ (posedge CAM_pclk) begin 
	case (cs) 
	0: begin 
		if(ovsync && CAM_vsync)begin 
		cs=1; 
		DP_RAM_addr_in=0; 
		end
	end
	1: begin 
		DP_RAM_regW=0; 
		if (CAM_href) begin 
				DP_RAM_data_in[7]=CAM_px_data[3];          
				DP_RAM_data_in[6]=CAM_px_data[2];             
				DP_RAM_data_in[5]=CAM_px_data[1];              
				cs=2; 
		end
	end
	2: begin 
				DP_RAM_data_in[4]=CAM_px_data[7];
				DP_RAM_data_in[3]=CAM_px_data[6];
				DP_RAM_data_in[2]=CAM_px_data[5];
				DP_RAM_data_in[1]=CAM_px_data[1];
				DP_RAM_data_in[0]=CAM_px_data[0];
			 	DP_RAM_regW=1; 
				DP_RAM_addr_in=DP_RAM_addr_in+1; 
				cs=1; 
		if(CAM_vsync) begin 
		cs=0; 
		end		
		if (DP_RAM_addr_in==19200) begin 
			DP_RAM_addr_in=0; 
			cs=0; 
		end
		end
endcase
	ovsync<=CAM_vsync; 
end
endmodule
==> summary.txt <==
yosys + openroad results -> Fmax achieved 397 MHz, Slowest Stage Delay on Critical Path 560 ps, RR Startpoint DP_RAM_addr_in[0], first-pass GRT wire length 4.73 mm, worst hold endpoint cs[0], HP Class reg -> reg, clock skew 7.95 ps, 1st-iter DRT viols 18, initial cell density of the core between 30% and 40%, Clock transition at path regs 90 ps, Die ar. just over 5000 sq um, Setup violations, final 0, FILL cells roughly 410, CTS Buffer Depth 2, leakage 0.000678 uW, DIE HEIGHT 71.4 um, post-detail-place hpwl roughly 2.1 mm, outcome completed, WL/cell around 13 um, Worst EP required between 2000 and 3000 ps, total CTS buffers 3, Synth Warn # 1, CP delay by family, top simple AND/OR/NAND/NOR gates, XOR/XNOR share of the synthesized area between 8 and 9%, Post-Syn Area about 1400 sq um, Yosys reg bits 27, core area 4500 sq um, Post-synth EDFFs 26, CP Cell Sequence and4_4 -> a2111o_1 -> and3_1 -> or4_4 -> o31ai_4 -> nor2_1, worst path arrival time approximately 2500 ps, Worst-Margin Slew ~390 ps, Rel. slew slack 74.3%, vias roughly 1100, Crit Path Category reg -> reg, Adder Share, Synth roughly 6.1%, Die W just over 70 um, synthesis-to-finish area growth 33.7%, pwr/cell area 941 nW/um^2, CP bufs+invs 0, ao+oa area frac around 6.3%, Commonest flop edfxtp_1, total grt overflow 0, Syn Inst Count approximately 120, initial antenna violation count 0, fin. max-slew vios 0, DR DRC count 0, Max Cap Viol 0, CTS sink count 27, peak supply drop between 0.0003 and 0.0004 V, hold path cells 2, io pins 36, vias per inst 4.93, yosys cell count around 120, unrepaired setup endpoints after global routing no, IO Port Bufs 33, Worst setup EP type flip-flop, Mux area share 0%, overall routed net length roughly 2.9 mm, final antenna-violating net count 0, YS chip area around 1400 sq um, Top non-seq family simple AND/OR/NAND/NOR gates, CTS tree yes, Fin. Hold Viols 0, Netlist cell types 34, Cell Rows 24, clk latency of the worst-skew pair around 270 ps, CTS H-tree lvls 1, syn avg cell area around 12 sq um, Reg-to-Reg End DP_RAM_addr_in[11], layout cells sized above 1 11.4%, Final Non-Filler Cells roughly 220, overall global routing resource usage 12.0%, GPL Wtd Cong between 0.8 and 0.9, OpenROAD warnings 32, vias in the first global route 1022, FF-to-FF path depth 6, n_diodes 0, Setup Buffers After CTS 0, Root Buffer clkbuf_8, fin crit share a little over nine tenths, Tmin final between 2000 and 3000 ps, Synth Area in Simple Gates 19.6%, Startpoint Class flip-flop, Crit Path Max Fanout 6, hold_sp ovsync, Pre-antenna DRT Iters 4, Placed Cells incl. Taps about 210, Synth Seq Share 55.4%, Post-synth ARST share 0%, Max stage delay cell, worst path or4_4, Worst R2R Setup Slack 80 ps, largest net degree at the start of global routing 15, setup TNS 0 ps
kinds of logic (layout without fill, tap and decap cells):
kind of cell | Yosys count | count (layout)
AND-OR/OR-AND | 11 | 11
buffers and inverters | 11 | 54
AND/OR/NAND/NOR | 53 | 53
flip-flops | 27 | 27
XOR/XNOR | 14 | 14
adder cells (fa/ha/maj) | 7 | 7
layout by cell type (no fill, tap or decap), types with 2 or more instances in the layout:
master and n:
ha_1 6, xnor2_1 5, and4_1 2, nand2_1 4, edfxtp_1 26, nor2_1 18
nand3_1 7, clkbuf_8 3, nor3_1 3, and3_1 3, xor2_1 9, buf_4 11
clkdlybuf4s50_1 33, a21oi_1 2, nand4_1 8, and2_1 2, inv_1 5
how the worst max path moves through the flow:
stage | from | end | cells after the start
CTS | DP_RAM_addr_in[1] | DP_RAM_addr_in[9] | 6
finish | DP_RAM_addr_in[0] | DP_RAM_addr_in[11] | 6
global route | DP_RAM_addr_in[1] | DP_RAM_addr_in[14] | 6
what timing repair did:
item / CTS / global route
resized: 0 / 1
endpoints found under the setup margin: 0 / 6
hold buffers: 0 / 0
cell type report:
cell class / instances / area [sq um] / share of cell area (%)
Inverter: 6 / 22.5 / 1.17
Sequential cell: 27 / 801 / 41.4
Timing Repair Buffer: 44 / 413 / 21.4
Multi-Input combinational cell: 85 / 587 / 30.4
Clock buffer: 4 / 45.0 / 2.33
Tap cell: 52 / 65.1 / 3.37
Yosys cell counts (all sizes together), types with 2 or more instances:
cell | instances | area share (%)
and2 | 2 | 0.86
ha | 7 | 6.1
nor2 | 18 | 4.7
buf | 4 | 2.4
nand4 | 8 | 3.5
a21oi | 2 | 0.69
and3 | 4 | 1.8
and4 | 3 | 2.0
edfxtp | 26 | 54
xnor2 | 5 | 3.0
xor2 | 9 | 5.5
nor3 | 3 | 1.0
nand2 | 4 | 1.0
nand3 | 7 | 2.4
o21ai | 2 | 0.69
inv | 5 | 1.3
sequential cells by signal (all words and copies together), names as in the netlist:
register and flops:
ovsync 1, DP_RAM_data_in 8, DP_RAM_regW 1, DP_RAM_addr_in 15, cs 2
power breakdown:
| part | switching [uW] | total (uW) | internal (uW) |
|---|---|---|---|
| registers | 134 | 827 | 693 |
| logic | 338 | 759 | 422 |
| clock network | 122 | 231 | 110 |
| total | 594 | 1820 | 1220 |
worst min-delay path, cell delays in order (launching register included):
cell      delay [ps]
dfxtp_1          320
nand2_1           60
a221oi_1          90
metal layers:
layer  GRT usage (%)  part of all wire [%]
met5               0                     0
met4            1.78                  0.98
met3            2.71                   7.4
met2            17.8                    44
met1            19.3                    48
stage by stage:
stage	utilization, %	cell area (sq um)	setup slack (ps)	hold WS, ps	power [uW]
5_1_grt	42.9	1930	7.56	672	1960
3_3_place_gp	41.9	1890	62.2	619	1580
6_report	42.9	1930	81.7	638	1820
3_5_place_dp	41.9	1890	30.7	623	1590
4_1_cts	42.9	1930	16.6	645	1840
2_1_floorplan	-	1450	95.3	548	1190
Power figures rest on the tool's default switching activity, not on a simulated workload.
