==> design.v <==
`timescale 1ns / 1ps
module divFreq(clk, newCLK, con);
input clk;
input [28:0]con;
output reg newCLK = 0;
reg [28:0] contador = 0;
always @(posedge clk) begin
	contador = contador + 1'b1;
	if(contador== con) begin
	contador = 0;
	newCLK=!newCLK;
	end
end
endmodule
`timescale 1ns / 1ps
module ultraSound(  input clk, 
                    input init, 
                    input echo,
                    output reg trig,
                    output reg [8:0] distance,
                    output reg done);
reg [14:0]counter = 0;
reg echoStart = 0;
reg [1:0]status = 0;
wire newCLK;
divFreq freq1(clk, newCLK, 'd50);
parameter Start = 0, Pulse = 'd1, Echo = 'd2;
always @ (posedge newCLK)begin
    case(status)
        Start:  begin
                    if(init) begin
                        done = 0;
                        counter = 0;
                        distance = 0;
                        status = Pulse;
                    end
                end
        Pulse:  begin
                    trig = 1'b1;
                    counter = counter + 1'b1;
                        if(counter == 'd11)begin
                            trig = 0;
                            counter = 0;
                            status = Echo;
                        end
                end
        Echo:   begin
                      if(echo)begin
                        echoStart = 1;
                        counter = counter + 1'b1;
                      end
                      if(echo == 0 && echoStart == 1)begin
                        if(counter == 0) status = Pulse;
                        else begin
                            distance = counter/'d58;
                            status = Start;
                            done = 1;
                        end
                      end
                end
    endcase 
end
endmodule
==> run.sh <==
#!/bin/bash
# OpenROAD 26Q1-2900-gdf79404cd8, Yosys 0.63+post, stock flow scripts
make -C /OpenROAD-flow-scripts/flow DESIGN_CONFIG=/design/flow/config.mk WORK_HOME=/design/flow/orfs finish
==> config.mk <==
export PLATFORM = sky130hd
export DESIGN_NAME = ultraSound
export DESIGN_NICKNAME = ultraSound
export VERILOG_FILES = /design/flow/design.v
export SDC_FILE = /design/flow/constraint.sdc
export NUM_CORES = 4
export LEC_CHECK = 1
export CORE_UTILIZATION = 50
==> constraint.sdc <==
current_design ultraSound

set clk_period 9.0
set clk_io_pct 0.2

create_clock -name clk0 -period $clk_period [get_ports {clk}]

set non_clock_inputs [all_inputs -no_clocks]
set_input_delay [expr $clk_period * $clk_io_pct] -clock clk0 $non_clock_inputs
set_output_delay [expr $clk_period * $clk_io_pct] -clock clk0 [all_outputs]
==> flow_metrics.tcl <==
# implementation run metrics
set metrics [dict create \
    outcome "complete, no violations" \
    die_y_um 107.2 \
    unclocked_regs 29 \
    gp_congestion 0.8942 \
    synth_area_um2 5537 \
    slew_violations 0 \
    ys_cells 659 \
    worst_ir_drop_vdd_mv 0.1121 \
    start_kind "register" \
    final-hold-violation-count 0 \
    post-route-period-util_pct 32.70 \
    overflow 0 \
    cts_tree "done" \
    power_frac_seq_pct 54.5 \
    antenna_found_initial 0 \
    worst-path-buf-inv 0 \
    final_antenna_net_count 0 \
    path_clk_slew_ns 0.06 \
    post-route-min-period_ns 2.943 \
    reg2regPathDepth 9 \
    die_area_um2 11500 \
    yosysWarnings 2 \
    antenna_cells 0 \
    synth_seq_share_pct 26.76 \
    routed_via_density 6.174 \
    p_switching_w 0.00004833 \
    worst_slack_ns 6.057 \
    clkPwrFrac_pct 43.6 \
    required_ns 8.97 \
    fp-row-count 38 \
    dp_slack_ns 6.132 \
    ff_type "edfxtp_1" \
    cpLargestDelayFamily "simple AND/OR/NAND/NOR gates" \
    placed_area_um2 5753 \
    first_global_vias 4477 \
    cts_repair_resize_count 0 \
    ctsHoldBuffers 0 \
    ys_types 90 \
    synthArstFlopShare_pct 0 \
    hold_path_depth 1 \
    cts_root_buf "clkbuf_8" \
    crit_fanout 5 \
    hold_slack_ns 0.4483 \
    avgRoutedWirePerCell_um 16.38 \
    crit_path_top_delay_cell "or4_1" \
    top_cells_by_area "edfxtp_1, dfxtp_1, xnor2_1" \
    worstPathCellList "ha_1 > nand4_1 > nor2_1 > nand2_1 > nor2_1 > xor2_1 > or4_1 > nor4_1 > and3_1" \
    drv_cap 0 \
    untimed_endpoints 69 \
    synth_top_cell_by_area "edfxtp_1" \
    grt.total_usage_pct 24.29 \
    ys.flops 59 \
    utilization_pct 54.15 \
    reg2reg_from "freq1.contador[0]" \
    max_stage_delay_ns 0.53 \
    avgSynthCellArea_um2 8.401 \
    worst_path_most_repeated_cell "nor2_1" \
    switching_share_pct 19.70 \
    arrival_ns 2.91 \
    edf_count 30 \
    design.core.area_um2 10790 \
    dp_hpwl_um 10090 \
    p_leak_nw 2.070 \
    yosysTopAreaCellShare_pct 16.27 \
    drt-initial-drc-count 338 \
    grt_max_degree 30 \
    synth-area-yosys_um2 5537 \
    port_buffers 13 \
    finClkSkew_ns 0.007401 \
    synthToLayoutAreaGrowth_pct 5.559 \
    drc 0 \
    n_fill_cell 962 \
    drive_gt1_share_pct 9.726 \
    hp-class "reg2reg" \
    path_class "reg2reg" \
    powerDensity_nw_per_um2 41.97 \
    fp.dieW_um 107.2 \
    num_vias 4927 \
    fin_tns_setup_ns 0 \
    min_from "freq1.contador[28]" \
    combPwrFrac_pct 1.9 \
    grt_pass1_wl_um 21910 \
    max_slew_margin_pct 42.93 \
    clk_latency_ns 0.28 \
    postCtsSetupBuffers 0 \
    max_freq_ghz 0.3398 \
    p_int_w 0.0001970 \
    rsz0062_at_grt "false" \
    clock_path_buffers 2 \
    setup_viol 0 \
    cp.depth 9 \
    htreeDepth 2 \
    warnings 31 \
    detailedRoute.firstPassIterationCount 5 \
    initCoreUtil_pct 51.30 \
    fin_area_um2 5844 \
    worst_pin_slew_ns 0.8323 \
    routed_wl_um 13070 \
    pin_count 14 \
    crit_path_end_kind "register" \
    r2r_slack_ns 6.06 \
    r2r_end "freq1.newCLK" \
    syn_inst 659 \
    min_to "freq1.contador[28]" \
    cts_buffers 5 \
]
[layout by cell type, fill, tap and decap left out, drive strengths merged, types with 12 or more instances in the layout]
master / instances
o21ai: 34
dfxtp: 29
edfxtp: 30
xnor2: 45
o211ai: 18
a21oi: 31
nand4: 17
clkdlybuf4s50: 13
nor4: 20
nor2: 68
nand3: 32
nor3: 21
inv: 16
nand2: 58
xor2: 27
and3: 12
[state kept, by name, summed over array words and instances (netlist names)]
name,cells
done,1
trig,1
counter,15
distance,9
echoStart,1
status,2
freq1.newCLK,1
freq1.contador,29
[Yosys cell counts (4+ instances only)]
cell type	n
a21o_1	9
a21oi_1	30
a22oi_1	8
a31oi_1	11
and2_1	7
and3_1	12
and4_1	4
buf_2	11
buf_4	8
clkbuf_1	13
dfxtp_1	29
edfxtp_1	30
ha_1	11
inv_1	15
mux2i_1	10
nand2_1	55
nand2b_1	10
nand3_1	30
nand4_1	15
nor2_1	67
nor3_1	20
nor4_1	14
o211a_1	7
o211ai_1	17
o21a_1	4
o21ai_0	26
o21ai_1	7
o311ai_0	4
o31ai_1	5
or2_2	4
or3_1	5
xnor2_1	45
xor2_1	23
xor2_2	4
[worst max-delay path by stage]
stage | from | to
4_1_cts | freq1.contador[0] | freq1.newCLK
5_1_grt | freq1.contador[0] | freq1.newCLK
6_report | freq1.contador[0] | freq1.newCLK
[layer usage]
layer / wire, um / GRT usage [%] / share of wire, %
met5: 0 / 0 / 0
met4: 63 / 1.761 / 0.48
met3: 589 / 2.480 / 4.5
met2: 5892 / 38.20 / 45
met1: 6529 / 38.80 / 50
[power groups by stage]
stage     Sequential (W)  Clock, W  Combinational (W)
4_1_cts         0.000134  0.000111         0.00000466
5_1_grt         0.000134  0.000115         0.00000509
6_report        0.000134  0.000107         0.00000465
[through the flow]
| step | total power [W] | cells |
|---|---|---|
| after detailed placement | 0.0001413 | 790 |
| final | 0.0002453 | 798 |
| after global routing | 0.0002536 | 798 |
| after floorplan | 0.0001397 | 659 |
| after CTS | 0.0002489 | 798 |
| after global placement | 0.0001412 | 790 |
[area by class of cell]
| cell class | instances | area, um^2 | share of cell area [%] |
|---|---|---|---|
| Clock buffer | 7 | 86.33 | 1.477 |
| Tap cell | 140 | 175.2 | 2.997 |
| Multi-Input combinational cell | 552 | 3831 | 65.55 |
| Sequential cell | 59 | 1481 | 25.35 |
| Inverter | 16 | 60.06 | 1.028 |
| Clock inverter | 1 | 5.005 | 0.08563 |
| Timing Repair Buffer | 23 | 205.2 | 3.511 |
[kinds of logic (layout without fill, tap and decap cells)]
group | count (synthesis) | count (layout) | share of synthesized area (%)
simple gates | 271 | 271 | 26.44
compound gates | 180 | 180 | 24.88
xor+xnor | 72 | 72 | 11.93
flops | 59 | 59 | 26.76
buf+inv | 48 | 47 | 4.045
mux | 15 | 15 | 2.893
fa+ha+maj | 14 | 14 | 3.051
Power and IR drop assume default switching activity.
