==> flow/design.v <==
`timescale 1ns / 1ps
module PWMUS(clk, servo, pos);
input clk;
input [1:0]pos;
output reg servo;
reg [20:0]contador = 0;
always@(posedge clk)begin
	contador = contador + 1;
	if(contador =='d1_000_000) begin
	   contador = 0;
	end
	case(pos)
        2'b00:  servo = (contador < 'd50_000) ? 1:0;
        2'b01:  servo = (contador < 'd150_000) ? 1:0;
        2'b10:  servo = (contador < 'd250_000) ? 1:0;
        default:servo = (contador < 'd50_000) ? 1:0;
    endcase
end
endmodule
==> flow/run.sh <==
#!/bin/bash
# OpenROAD 26Q1-2900-gdf79404cd8, Yosys 0.63+post, stock flow scripts
make -C /OpenROAD-flow-scripts/flow DESIGN_CONFIG=/design/flow/config.mk WORK_HOME=/design/flow/orfs finish
==> flow/config.mk <==
export PLATFORM = sky130hd
export DESIGN_NAME = PWMUS
export DESIGN_NICKNAME = PWMUS
export VERILOG_FILES = /design/flow/design.v
export SDC_FILE = /design/flow/constraint.sdc
export NUM_CORES = 4
export LEC_CHECK = 1
export CORE_AREA = 10 10 85 85
export DIE_AREA = 0 0 95 95
==> flow/constraint.sdc <==
current_design PWMUS

set clk_period 4.5
set clk_io_pct 0.2

create_clock -name clk0 -period $clk_period [get_ports {clk}]

set non_clock_inputs [all_inputs -no_clocks]
set_input_delay [expr $clk_period * $clk_io_pct] -clock clk0 $non_clock_inputs
set_output_delay [expr $clk_period * $clk_io_pct] -clock clk0 [all_outputs]
==> run summary <==
Summary of implementation figures.

Hold path
The class of the worst hold path is flip-flop to flip-flop. The depth of the worst hold-timing path is 1.

CTS
For reference, the clock transition at the flip-flops on the worst setup and hold paths is 0.08 ns. The number of buffers inserted by post-CTS setup repair is 0. The number of sinks handled by clock tree synthesis is 22. The source-to-sink clock delay at the later pin of the worst-skew pair is 0.26 ns. The clock tree from TritonCTS is built.

No sink is reached through more buffers than the 2 on the longest clock path. Once the clock tree was built, the resizer swapped 0 gates to a different size. The H-tree depth is 1.

The number of buffers created by CTS is 3. The library cell used as clock root buffer is sky130_fd_sc_hd__clkbuf_8. The post-cts hold buffer count is 0.

Timing
The slew at the pin closest to its max-slew limit is 0.582 ns. For this run, the final setup violation count is recorded as 0. Setup repair after global routing left no endpoint under its margin. The smallest clock period supported by the final layout is computed as roughly 3.0 ns.

Max-slew check failures listed in the final report amount to 0. The normalized max-slew margin is 0.608. The maximum achievable frequency is 0.328 GHz. The clock skew after layout is 0.00359 ns.

The final worst-path cycle share is 0.677. The hold violation count in the final report is 0. In the final timing run, aggregate negative setup slack is 0 ns.

Synth
Yosys mapped the design onto 48 distinct sky130hd cell types. The synthesis report lists the Yosys warning total as 1. The simple-gate area share of the yosys netlist is 0.347. The area of the mapped netlist is 0.00157 mm2. The stat command in Yosys gives a chip area of between 0.0015 and 0.002 mm2. The fraction of registers with async set/reset is 0. A synthesized cell averages 8.02 um2. The synthesized design contains 22 register bits. The top flip-flop cell by instance count after synthesis is sky130_fd_sc_hd__dfxtp_1. The main area contributors are sky130_fd_sc_hd__dfxtp_1, sky130_fd_sc_hd__xnor2_1, sky130_fd_sc_hd__nor2_1, sky130_fd_sc_hd__nand3_1, sky130_fd_sc_hd__nand2_1.

Per the synthesis report, the adder-cell share of the synthesized area is 0.0239. The xor and xnor area share after synthesis is 0.0836. The yosys stat cell total is between 150 and 200. The cell-mix breakdown from Yosys lists the compound-gate area share as 0.175. The multiplexer area fraction after synthesis is 0.0127. After synthesis, the largest family of logic cells by area is simple AND/OR/NAND/NOR gates.

Counting every instance in the synthesized netlist gives approximately 200. The proportion of netlist area held by the largest area contributor is 0.280. Yosys mapped a number of flops with a built-in enable equal to 0. The largest area contributor in the netlist is sky130_fd_sc_hd__dfxtp_1. The part of the Yosys area used for sequential elements is 0.280.

Setup path
The worst setup path is launched from a flip-flop. In this run the worst path has a maximum fanout of 12. The startpoint-to-endpoint class of the critical path is flip-flop to flip-flop. The worst path required time is 4.70 ns.

Logic depth along the worst register-to-register path is recorded as 7. The data arrival time of the critical path is 3.24 ns. The critical path capture point type is a flip-flop.

Power and ir drop
Of the total power, registers draw 0.566. The script extracted a net switching power of 0.0000677 W. The power per cell area is 205 mW/mm2. The logic gate share of total power is 0.016.

The clock group share of total power is 0.418. Summed over all cells, the static leakage comes to 0.540 nW. The internal portion of total power is 0.000276 W. The fraction of power spent switching nets is 0.197. In this run the VDD rail shows a maximum IR drop of 0.100 mV.

Die
For this configuration, the core starts out at a cell density of 0.287. After floorplanning, the core was divided into 27 placement rows. The overall die area is 0.00903 mm2.

The floorplan step defined a core boundary enclosing 0.00547 mm2. The floorplan step set the die width to 95 um. The overall die height is 95 um. The top-level port count is 4.

Place
RePlAce ended its routability-driven mode at a weighted congestion of 0.901. For this run the detailed placement stage logged an HPWL of 2.63 mm. In this run the tool buffered the top-level ports with 3 buffer cells.

The total cell area at the placement stage is between 0.0015 and 0.002 mm2.

Cells and area
Per the run report, area growth between synthesis and finish was 6.77%. The share of final-layout standard cells stronger than drive strength 1 is 0.0681. Measured on the finished design, the core utilization comes to 0.307. The top cell types in the final layout, fill and taps aside, are sky130_fd_sc_hd__dfxtp_1, sky130_fd_sc_hd__nor2_1, sky130_fd_sc_hd__nand2_1. The final design instance area without fill is 0.00168 mm2. The most common cell after layout, fill and taps aside is sky130_fd_sc_hd__dfxtp_1.

Routing
The script logs the ratio of routed vias to standard cells as approximately 5.3. The per-cell routed wire length is 13.2 um. Per the detailed-route log, wirelength across all metal layers totals 3.48 mm. The total number of vias is 1393.

The first detailed-routing pass took 4 iterations. The count of nets left with antenna violations once routing finished came out at 0. The number of remaining DRC errors is 0.

The number of diodes added for antenna fixing is 0. The DRC violation total after the first TritonRoute iteration is 130.

Run
The report counts max-capacitance violations totalling 0. The number of OpenROAD warnings is 26.

GRT
The total overflow left after global routing is 0. The first-pass GRT wire length is 6.13 mm. The total global-route track usage is 0.0826. The via count of the first global-routing pass is between 1k and 1.5k.

The maximum number of pins on one net before global-route repair is 19. The number of antenna violations at the first check in global routing is 0.

Status
The run finished with clean final reports.
path summary, 6_finish.rpt:
kind                            slack [ns]   startpoint          end
worst max-delay path                  1.46  contador[3]        servo
worst min-delay path                  0.48  contador[0]  contador[0]
worst max register to register        1.46  contador[3]        servo
worst min register to register        0.48  contador[0]  contador[0]
power groups by stage:
stage	registers, W	logic, W	clock network [W]
after global routing	0.000195	0.00000641	0.000157
final	0.000194	0.00000556	0.000143
after CTS	0.000194	0.00000553	0.000150
critical path, stage by stage, from the launching register on:
cell and delay, ns:
sky130_fd_sc_hd__dfxtp_1 0.54, sky130_fd_sc_hd__nand4_1 0.46, sky130_fd_sc_hd__or4_4 0.58, sky130_fd_sc_hd__or3_1 0.39
sky130_fd_sc_hd__a211oi_1 0.36, sky130_fd_sc_hd__and3b_1 0.43, sky130_fd_sc_hd__a31oi_1 0.08, sky130_fd_sc_hd__a2bb2oi_1 0.13
synth_stat cells, types with 5 or more instances:
| cell | count |
|---|---|
| sky130_fd_sc_hd__clkbuf_1 | 5 |
| sky130_fd_sc_hd__dfxtp_1 | 22 |
| sky130_fd_sc_hd__inv_1 | 12 |
| sky130_fd_sc_hd__nand2_1 | 14 |
| sky130_fd_sc_hd__nand3_1 | 11 |
| sky130_fd_sc_hd__nor2_1 | 17 |
| sky130_fd_sc_hd__nor3_1 | 6 |
| sky130_fd_sc_hd__nor4_1 | 8 |
| sky130_fd_sc_hd__o21ai_0 | 7 |
| sky130_fd_sc_hd__xnor2_1 | 11 |
sequential cells by signal, summed over array words and instances (netlist names):
register / cells
contador: 21
servo: 1
logic make-up after synthesis:
group	count (synthesis)
and+or+nand+nor	92
AOI/OAI and AO/OA	37
buffers and inverters	25
DFF	22
xor gates and xnor gates	15
adders and majority gates	3
muxes	2
area by class of cell:
cell class | count | area [um2]
fill | 583 | 3790
multi-input combinational | 149 | 1010
sequential | 22 | 440
tap | 72 | 90.1
clock buffer | 4 | 55.1
inverter | 12 | 45.0
timing repair buffer | 4 | 37.5
stage by stage:
step           hold WS, ns  setup slack [ns]  total power, W  std cells
6_report             0.481              1.46        0.000343        263
4_1_cts              0.482              1.48        0.000350        263
3_3_place_gp         0.467              1.51        0.000205        259
2_1_floorplan        0.437              1.85        0.000202        196
3_5_place_dp         0.467              1.49        0.000204        259
5_1_grt              0.497              1.14        0.000358        263
metal layers:
metal / track usage / up-vias / share of wire
li1: - / 717 / -
met1: 0.119 / 633 / 0.48
met2: 0.126 / 41 / 0.44
met3: 0.0224 / 2 / 0.075
met4: 0.00499 / 0 / 0.0029
met5: 0 / - / 0
Power figures rest on the tool's default switching activity, not on a simulated workload.
